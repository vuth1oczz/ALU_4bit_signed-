### /design/flow/run.sh
#!/bin/bash
# OpenROAD 26Q1-2900-gdf79404cd8, Yosys 0.63+post, stock flow scripts
make -C /OpenROAD-flow-scripts/flow DESIGN_CONFIG=/design/flow/config.mk WORK_HOME=/design/flow/orfs finish
### /design/flow/constraint.sdc
current_design encode_bcd

set clk_period 9.2
set clk_io_pct 0.2

create_clock -name clk0 -period $clk_period

set non_clock_inputs [all_inputs -no_clocks]
set_input_delay [expr $clk_period * $clk_io_pct] -clock clk0 $non_clock_inputs
set_output_delay [expr $clk_period * $clk_io_pct] -clock clk0 [all_outputs]
### /design/flow/design.v
module full_adder( input a, input b, input carry_in, output s_out, output carry_out);
     assign s_out = (a ^ b) ^ carry_in;
     assign carry_out = (a & b) | ((a ^ b) & carry_in);
endmodule
module alu_add(
    input signed [3:0] f_num,
    input signed [3:0] s_num,
    input clk, 
    input add_en,
    output reg signed [7:0] result_add
);
wire carry_out;
wire [3:0] carry;
wire carry_in;
genvar i;
wire signed [4:0] result;
generate 
  for (i=0; i<4; i = i+1) begin : full_adder_ins
       full_adder fa(
                 .a(f_num[i]),
                 .b(s_num[i]),
                 .carry_in(i==0? 1'b0: carry[i-1]),
                 .s_out(result[i]),
                 .carry_out(carry[i])
       );
  end
endgenerate
assign result[4] = (f_num[3] == 0 ) ? 
                   ((s_num[3] == 1) ? 
                       ((carry[3] == 0) ? 1'b1 : 1'b0) 
                       : 1'b0
                   ) 
                   : ((s_num[3] == 0)? (
                        ((carry[3] == 0) ? 1'b1: 1'b0)
                   ) : 1'b1 ) ;
always @(posedge clk) begin
    if(add_en) result_add <= (result[4] == 1)? {3'b111, result} : {3'b000, result};
    else result_add <= 8'bx;
end
endmodule
module alu_sub(
    input signed [3:0] f_num,
    input signed [3:0] s_num,
    input clk,
    input enable_sub,
    output reg signed [7:0] result_sub
);
wire [3:0] s_num_temp = ~s_num +1;
wire signed [4:0] pre_result;
alu_add add(f_num, s_num_temp, clk, 1'b1, pre_result);
always @(posedge clk) begin
    if(enable_sub) result_sub <= (pre_result[4] == 1)? {3'b111, pre_result} : {3'b000, pre_result};
    else result_sub <= 8'bx;
end
endmodule
module multiplier(
       input signed [3:0] f_num,
       input signed [3:0] s_num,
       input clk,
       input rst,
       input enable_mul,
	   output reg signed [7:0] result_mul
);
reg [7:0] FNUM;
reg [3:0] SNUM;
reg FLAG_DAU;	
integer counter;
reg [7:0] product;
reg flag;
always @(posedge clk,  posedge rst) begin
if(enable_mul) begin
    if(rst) begin 
		    FNUM <= f_num[3] ? {4'b0,~f_num + 1}: {4'b0,f_num};
			SNUM <= s_num[3] ? ~s_num +1: s_num;
            FLAG_DAU <= ((f_num[3] == 1) ^ (s_num[3] == 1)) == 1 ? 1: 0;
		    counter <= 0 ;
		    flag <= 0;
		    product <= 0;
            result_mul <= 0;
    end else begin 
        if( counter <3 ) begin
                        if (SNUM[0] == 1) product <= product + FNUM;
                        else product <= product + 0;
                        FNUM <= FNUM << 1;
                        SNUM <= SNUM >> 1;
                        counter <= counter +1;
            end 
        else  begin 
            result_mul <= FLAG_DAU == 1 ? ~product +1 : product;
        end
    end
end else result_mul <= 8'bx;
end
endmodule
module divide(
    input signed [3:0] f_num,   
    input signed [3:0] s_num,   
    input clk, rst, enable_divide,
    output  reg  signed [7:0] result_chia,
    output  reg signed [3:0]  remainder 
);
reg [2:0] counter;
reg [3:0] fnum;
reg [3:0] snum;
reg [4:0] remainder_pre;
reg[3:0] result_pre;
reg flag_remainder, flag_result, flag_zero;
always @(posedge clk or posedge rst) begin
if(enable_divide) begin
    if (rst) begin
        if(s_num == 4'b0) flag_zero <=1'b1;
        else flag_zero <= 1'b0;
        if((f_num[3] == 1'b1 & s_num[3] == 1'b0) | ((f_num[3] & s_num[3]) == 1'b1)) flag_remainder <= 1'b1;
        else flag_remainder <= 1'b0;
        if(f_num[3] ^ s_num[3]) flag_result <= 1'b1;
        else flag_result <= 1'b0;
        counter <= 3'b101;
        fnum <= (f_num[3])? ~f_num +4'b0001: f_num;
        snum <= (s_num[3])? ~s_num +4'b0001 : s_num;
        result_pre <= 4'b0;
        remainder_pre <= 5'b0;
    end else begin
    if (counter > 1 ) begin
          if({remainder_pre[2:0], fnum[3]} >= snum) begin
                 remainder_pre <= {remainder_pre[2:0], fnum[3]} - snum;
                 result_pre <= {result_pre[2:0], 1'b1};
                 fnum <= fnum <<1; 
          end else begin
                remainder_pre <= {remainder_pre[2:0], fnum[3]} ;
                result_pre <= {result_pre[2:0], 1'b0};
                fnum <= fnum << 1;
          end
          counter <= counter -1;
        end else begin
            if(flag_zero) begin
                 result_chia <= 4'bx;
                 remainder <= 4'bx;
            end
            else begin
                if(flag_result) result_chia <= {3'b1,~{1'b0,result_pre} + 1};
                else result_chia <= {4'b0,result_pre};
                if(flag_remainder == 1'b1) remainder <= ~remainder_pre[3:0] + 1;
                else remainder <= remainder_pre[3:0];
            end
        end
    end
end else   
    begin 
        result_chia <= 4'bx;
        remainder <= 4'bx;
    end
end
endmodule
module led7seg (
    input wire [3:0] binary_input,  
    output reg [0:6] led_output  
);
    always @(*) begin
        case (binary_input)
            4'b0000: led_output = 7'b0000001;  
            4'b0001: led_output = 7'b1001111;  
            4'b0010: led_output = 7'b0010010;  
            4'b0011: led_output = 7'b0000110;  
            4'b0100: led_output = 7'b1001100;  
            4'b0101: led_output = 7'b0100100;  
            4'b0110: led_output = 7'b0100000;  
            4'b0111: led_output = 7'b0001111;  
            4'b1000: led_output = 7'b0000000;  
            4'b1001: led_output = 7'b0000100;  
            4'b1010: led_output = 7'b1111110;   
            default: led_output = 7'b1111111;  
        endcase
    end
endmodule
module encode_bcd(
    input wire [7:0]  decimal,
    input wire dau,
    output wire [0:6] led_unit,
    output wire [0:6]  led_tens,
    output wire [0:6] led_hund,
    output wire [0:6] led_dau
);
 reg [11:0] result = 12'b0;
 reg [19:0] temp = 20'b0;
 reg [3:0] ones, tens, hund, sign;
integer i;
always @(*) begin
    temp = {{result}, {decimal}};
for (i = 7; i >= 0; i = i-1 ) begin
        if (temp[11:8] >= 5) temp[11:8] = temp[11:8] + 4'b0011;
        if (temp[15:12] >= 5) temp [15:12] = temp[15:12] + 4'b0011;
        if (temp[19:16] >= 5) temp [19:16] = temp[19:16] + 4'b0011; 
        temp = temp << 1; 
end
if(dau == 1) sign = 4'b1010;
else sign  = 4'b1111;
ones = temp[11:8];
 tens = temp[15:12];
 hund = temp[19:16];
end
led7seg led_donvi (.binary_input(ones), .led_output(led_unit));
led7seg led_chuc ( .binary_input(tens), .led_output(led_tens));
led7seg led_tram (.binary_input(hund), .led_output(led_hund));
led7seg led_dauuu(.binary_input(sign), .led_output(led_dau));
endmodule
module ALU(
    input signed [3:0] f_num,
    input signed [3:0] s_num,
    input [1:0] op_code,
    input clk,
    input rst,
    output reg signed [7:0] result_alu
);
 wire[7:0] result_add, result_sub;
 wire [7:0] result_mul;
 wire [7:0] result_division;
 wire [3:0] remainder;
 reg enable_add, enable_sub, enable_mul, enable_divide;
alu_add add(
    .f_num(f_num),
    .s_num(s_num),
    .clk(clk),
    .add_en(enable_add),
    .result_add(result_add)
 );
 alu_sub sub(
    .f_num(f_num),
    .s_num(s_num),
    .clk(clk),
    .enable_sub(enable_sub),
    .result_sub(result_sub)
 );
 multiplier mul(
    .f_num(f_num),
    .s_num(s_num),
    .clk(clk),
    .rst(rst),
    .enable_mul(enable_mul),
    .result_mul(result_mul)
 );
divide division(
    .f_num(f_num),
    .s_num(s_num),
    .clk(clk),
    .rst(rst),
    .enable_divide(enable_divide),
    .result_chia(result_division),
    .remainder(remainder)
);
always @(posedge clk or negedge rst) begin
    case(op_code)
    2'b00: begin
            enable_add <= 1;
            enable_sub <= 0;
            enable_divide <= 0;
            enable_mul <= 0;
            result_alu <= result_add;
    end
     2'b01: begin
        enable_sub <= 1;
        enable_add <= 0;
        enable_divide <= 0;
        enable_mul <= 0;
        result_alu <=result_sub;
    end
     2'b10: begin
        enable_sub <= 0;
        enable_add <= 0;
        enable_divide <= 0;
        enable_mul <= 1;
        result_alu <= result_mul;
    end
     2'b11: begin
         enable_sub <= 0;
        enable_add <= 0;
        enable_mul <= 0;
        enable_divide <= 1;
        result_alu <= result_division;
    end
    endcase
end
endmodule
### /design/flow/config.mk
export PLATFORM = sky130hd
export DESIGN_NAME = encode_bcd
export DESIGN_NICKNAME = encode_bcd
export VERILOG_FILES = /design/flow/design.v
export SDC_FILE = /design/flow/constraint.sdc
export NUM_CORES = 4
export LEC_CHECK = 1
export CORE_AREA = 10 10 86 86
export DIE_AREA = 0 0 96 96
==> impl_metrics.tcl <==
# implementation run metrics
set metrics [dict create \
    fp_util 0.306 \
    power.static_leakage_nw 1.18 \
    synthDistinctLibCells 77 \
    max-vdd-ir-drop_mv 0.196 \
    maxCapViolations 0 \
    stdcell_area_sq_um 2680 \
    synthMuxAreaShare 0.121 \
    synth.yosys.num_cells 230 \
    fin_ws_ns 0.366 \
    synth_warnings 2 \
    antenna_found_initial 0 \
    drcViolationCount 0 \
    grt-ovfl-total 0 \
    finalClockPeriodUsage 0.960 \
    hold_viol 0 \
    average_vias_per_placed_instance 5.13 \
    critical_path.startpoint_type "input port" \
    cp.required_ns 7.36 \
    first_global_vias 1890 \
    hold_path_cells 3 \
    timing_worst_slew_pin_value_ns 0.504 \
    die_height_um 96 \
    timing_worst_setup_path_type "input port to primary output" \
    simple_gate_area_frac 0.268 \
    total_power_mw 0.599 \
    holdBufCountCts 0 \
    post_synth_instance_area_sq_um 1690 \
    seq_cells 0 \
    totalNegativeSetupSlack_ns 0 \
    grt_max_degree 11 \
    ff_latch_area_sq_um 0 \
    dr_total_vias 1990 \
    areaGrowthSynthToFinish_pct 58.4 \
    routedWlPerCell_um 12.2 \
    avgSynthCellArea_sq_um 7.36 \
    whs_ns 4.55 \
    rsz0062_at_grt "yes" \
    setup_viol 0 \
    layout.clock_buffers 0 \
    synth_seq_share 0 \
    slowest_stage "sky130_fd_sc_hd__or2_2" \
    share_of_layout_cells_above_drive_strength_1 0.411 \
    route.antenna.remaining_nets 0 \
    insertedDiodeCount 0 \
    maximum_net_fanout_on_the_critical_path 5 \
    min-delay-path-class "input port to primary output" \
    adder_share 0.0961 \
    outcome "complete, no violations" \
    die_area_sq_um 9220 \
    yosys.area_share.xor_xnor 0.0318 \
    timing.slew.headroom 0.664 \
    openroad.warnings 37 \
    globalplace.congestion 0.941 \
    preCtsSetupSlack_ns -0.627 \
    dp_cells 376 \
    site_row_count 27 \
    drtIter0Drc 86 \
    detailed_place.area_sq_um 2420 \
    synth_cells 230 \
    grt_pass1_wl_mm 8.13 \
    floorplan.die.width_um 96 \
    drt_pass1_iterations 4 \
    finalWorstPathRequiredPeriod_ns 8.83 \
    critPathMostFrequentCell "sky130_fd_sc_hd__buf_4" \
    critPathMaxStageDelay_ns 0.32 \
    post-route-util 0.484 \
    max_freq_ghz 0.113 \
    placeableCoreArea_sq_um 5540 \
    compound_area_frac 0.369 \
    portBuffers 30 \
    synth-area-yosys_sq_um 1690 \
    critical_path_arrival_ns 6.99 \
    postRouteWirelength_mm 4.73 \
    timing_max_transition_violations_final 0 \
    global_route_usage_sum 0.101 \
    cellPowerDensity_nw_per_um2 223 \
    top_level_ports 37 \
    synth.logic.top_family "AND-OR/OR-AND gates" \
    non_filler_cells_in_the_finished_layout 388 \
    dp_hpwl_mm 3.87 \
    crit_path_end_kind "primary output" \
]
==> placed cells by master (no fill, tap or decap), types with 6 or more instances in the layout <==
cell type and count:
sky130_fd_sc_hd__mux2i_1 7, sky130_fd_sc_hd__nor2_1 19, sky130_fd_sc_hd__inv_1 12, sky130_fd_sc_hd__conb_1 7, sky130_fd_sc_hd__o21ai_0 8, sky130_fd_sc_hd__o211ai_1 7, sky130_fd_sc_hd__dlymetal6s2s_1 6, sky130_fd_sc_hd__clkdlybuf4s50_1 20
sky130_fd_sc_hd__nor3_2 6, sky130_fd_sc_hd__a21oi_1 9, sky130_fd_sc_hd__buf_4 66, sky130_fd_sc_hd__inv_2 7, sky130_fd_sc_hd__nand2_1 16, sky130_fd_sc_hd__ha_4 7
==> report_power, final <==
group | internal, mW | switching (mW) | leakage [nW]
sequential | 0 | 0 | 0
combinational | 0.346 | 0.253 | 1.18
clock | 0 | 0 | 0
==> worst max-delay path, delay by kind of cell <==
family / cells / cell delay (ns)
AND-OR/OR-AND: 11 / 1.77
AND/OR/NAND/NOR: 6 / 0.98
adder cells (fa/ha/maj): 5 / 0.81
buffers and inverters: 12 / 1.44
XOR/XNOR: 1 / 0.15
==> cell families after synthesis <==
kind of cell	Yosys count
mux	17
simple gates	86
fa+ha+maj	13
buf+inv	35
xor+xnor	4
compound gates	73
other cells	2
==> layout make-up <==
type / instances / area, sq um
fill: 502 / 2860
multi-input combinational: 200 / 1720
timing repair buffer: 96 / 798
tap: 72 / 90.1
inverter: 20 / 77.6
==> cell usage after synthesis (2+ instances only) <==
| cell type | n | area [sq um] |
|---|---|---|
| sky130_fd_sc_hd__nor2_1 | 20 | 75.1 |
| sky130_fd_sc_hd__or3_1 | 4 | 25.0 |
| sky130_fd_sc_hd__mux2i_2 | 3 | 41.3 |
| sky130_fd_sc_hd__buf_4 | 8 | 60.1 |
| sky130_fd_sc_hd__conb_1 | 2 | 7.51 |
| sky130_fd_sc_hd__a211oi_1 | 3 | 22.5 |
| sky130_fd_sc_hd__xnor2_1 | 3 | 26.3 |
| sky130_fd_sc_hd__nand2b_1 | 3 | 18.8 |
| sky130_fd_sc_hd__nand4_1 | 4 | 25.0 |
| sky130_fd_sc_hd__buf_6 | 3 | 33.8 |
| sky130_fd_sc_hd__nand3_1 | 5 | 25.0 |
| sky130_fd_sc_hd__a2bb2oi_1 | 2 | 17.5 |
| sky130_fd_sc_hd__a22oi_1 | 2 | 15.0 |
| sky130_fd_sc_hd__mux2_2 | 4 | 45.0 |
| sky130_fd_sc_hd__o21ai_0 | 10 | 50.1 |
| sky130_fd_sc_hd__and2_1 | 5 | 31.3 |
| sky130_fd_sc_hd__nor2b_1 | 2 | 12.5 |
| sky130_fd_sc_hd__o2111ai_1 | 2 | 17.5 |
| sky130_fd_sc_hd__nor4_1 | 2 | 12.5 |
| sky130_fd_sc_hd__o21ai_1 | 3 | 15.0 |
| sky130_fd_sc_hd__and3_1 | 2 | 12.5 |
| sky130_fd_sc_hd__o21a_1 | 2 | 15.0 |
| sky130_fd_sc_hd__ha_1 | 13 | 163 |
| sky130_fd_sc_hd__nor3_1 | 10 | 50.1 |
| sky130_fd_sc_hd__nand2_1 | 17 | 63.8 |
| sky130_fd_sc_hd__inv_1 | 18 | 67.6 |
| sky130_fd_sc_hd__o31ai_1 | 2 | 15.0 |
| sky130_fd_sc_hd__mux2i_1 | 7 | 70.1 |
| sky130_fd_sc_hd__inv_2 | 2 | 7.51 |
| sky130_fd_sc_hd__o211ai_1 | 7 | 52.6 |
| sky130_fd_sc_hd__buf_2 | 2 | 10.0 |
| sky130_fd_sc_hd__a21oi_1 | 10 | 50.1 |
| sky130_fd_sc_hd__a31oi_1 | 4 | 25.0 |
==> metal layers <==
| metal | track usage | vias up | share of wire |
|---|---|---|---|
| met5 | 0 | - | 0 |
| met4 | 0.00123 | 0 | 0 |
| met3 | 0.00393 | 0 | 0.042 |
| met2 | 0.179 | 40 | 0.46 |
| met1 | 0.140 | 918 | 0.50 |
| li1 | - | 1032 | - |
==> path summary, 6_finish.rpt <==
kind	slack [ns]	endpoint	startpoint
min	4.55	led_dau[6]	dau
max	0.37	led_tens[0]	decimal[6]
==> timing repair <==
action	in CTS	in global routing
buffers inserted	10	3
gates resized	33	21
endpoints found under the setup margin	7	14
pin swaps	21	16
Power is estimated from default activity; no workload was simulated.
